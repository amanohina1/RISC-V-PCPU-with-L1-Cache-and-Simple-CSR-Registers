--- /design/flow/run.sh ---
#!/bin/bash
# OpenROAD 26Q1-2900-gdf79404cd8, Yosys 0.63+post, stock flow scripts
make -C /OpenROAD-flow-scripts/flow DESIGN_CONFIG=/design/flow/config.mk WORK_HOME=/design/flow/orfs finish
--- /design/flow/config.mk ---
export PLATFORM = sky130hd
export DESIGN_NAME = CSR_Regs
export DESIGN_NICKNAME = CSR_Regs
export VERILOG_FILES = /design/flow/design.v
export SDC_FILE = /design/flow/constraint.sdc
export NUM_CORES = 4
export LEC_CHECK = 1
export CORE_UTILIZATION = 50
--- /design/flow/constraint.sdc ---
current_design CSR_Regs

set clk_period 8.4
set clk_io_pct 0.2

create_clock -name clk0 -period $clk_period [get_ports {clk}]

set non_clock_inputs [all_inputs -no_clocks]
set_input_delay [expr $clk_period * $clk_io_pct] -clock clk0 $non_clock_inputs
set_output_delay [expr $clk_period * $clk_io_pct] -clock clk0 [all_outputs]
--- /design/flow/design.v ---
package cache_pkg;
    localparam ADDR_WIDTH     = 8;
    localparam DATA_WIDTH_M   = 128;  
    localparam DATA_WIDTH_CPU = 32;   
    localparam TAG_WIDTH      = 4;
    localparam INDEX_WIDTH    = 4;
    localparam OFFSET_WIDTH   = 4;
    typedef struct packed {
        logic                  valid;
        logic [TAG_WIDTH - 1:0]  tag;
        logic [INDEX_WIDTH - 1:0] index;
        logic [OFFSET_WIDTH - 1:0] offset;
        logic [DATA_WIDTH_CPU - 1:0] wdata;
        logic [DATA_WIDTH_CPU/8 - 1:0] wmask;
        logic                  write;
        logic                  read;
        logic [2:0]                 S_type;
        logic [2:0]                 l_type;
    } cpu_req_bus_t;
    typedef struct packed {
        logic                  valid;
        logic [DATA_WIDTH_CPU - 1:0] rdata;
        logic                  hit;
        logic                  exception;
    } cpu_resp_bus_t;
    typedef struct packed {
        logic [ADDR_WIDTH - 1:0]   addr;
        logic [DATA_WIDTH_M - 1:0] data;
        logic [DATA_WIDTH_M/8 - 1:0] wmask; 
    } mem_w_req_bus_t;
    typedef struct packed {
        logic [1:0] bresp;  
    } mem_w_resp_bus_t;
    typedef struct packed {
        logic [ADDR_WIDTH - 1:0] addr;
    } mem_r_req_bus_t;
    typedef struct packed {
        logic [DATA_WIDTH_M - 1:0] rdata;
        logic [1:0]                rresp;  
    } mem_r_resp_bus_t;
endpackage
package internal_regs_package;
    localparam DATA_WIDTH = 32;
typedef struct packed {
  logic [DATA_WIDTH - 1:0] instruction;
  logic [DATA_WIDTH - 1:0] PC;
  logic valid;
} if_id_reg_t;
typedef struct packed {
  logic [$clog2(DATA_WIDTH) - 1:0] rd_addr;
  logic [$clog2(DATA_WIDTH) - 1:0] rs2_addr;
  logic [$clog2(DATA_WIDTH) - 1:0] rs1_addr;
  logic [DATA_WIDTH - 1:0] rs1out;
  logic [DATA_WIDTH - 1:0] rs2out;
  logic [DATA_WIDTH - 1:0] PC;
  logic [DATA_WIDTH - 1:0] imme;
  logic [1:0] ALU_A;
  logic [1:0] ALU_B;
  logic [3:0] ALU_op;
  logic [1:0] WBSel;
  logic Mem_Read;
  logic Mem_Write;
  logic Reg_Write;
  logic [2:0] B_type;
  logic [2:0] l_type;
  logic [2:0] S_type;
  logic [1:0] is_lstype;
  logic B_enable;
  logic J_taken;
  logic need_rs1;
  logic need_rs2;
  logic valid;
  logic exception_valid;
  logic is_csr_inst;
  logic is_mret_inst;
  logic [DATA_WIDTH - 1:0] exception_cause;
  logic [1:0] inst_priv_level;
  logic [2:0] csr_op;
  logic [DATA_WIDTH - 1:0] inst_pc;
  logic [11:0] csr_addr;
  logic is_ecall_inst;
  logic [DATA_WIDTH - 1:0] csr_rdata;
  logic csr_wen;
  logic [DATA_WIDTH - 1:0] csr_wdata;
} id_ex_reg_t;
typedef struct packed {
  logic [$clog2(DATA_WIDTH) - 1:0] rd_addr;
  logic [DATA_WIDTH - 1:0] data_to_mem;
  logic [DATA_WIDTH - 1:0] PC;
  logic [DATA_WIDTH - 1:0] alu_result;
  logic [DATA_WIDTH / 8 - 1:0] mask;
  logic [1:0] WBSel;
  logic [2:0] l_type;
  logic [2:0] S_type;
  logic Mem_Read;
  logic Mem_Write;
  logic Reg_Write;
  logic valid;
  logic exception_valid;
  logic is_mret_inst;
  logic [DATA_WIDTH - 1:0] exception_cause;
  logic [1:0] inst_priv_level;
  logic [DATA_WIDTH - 1:0] inst_pc;
  logic is_ecall_inst;
  logic csr_wen;                      
  logic [11:0] csr_addr;                  
  logic [DATA_WIDTH - 1:0] csr_wdata;   
  logic [DATA_WIDTH - 1:0] csr_rdata; 
  logic is_csr_inst;  
} ex_mem_reg_t;
typedef struct packed {
  logic [$clog2(DATA_WIDTH) - 1:0] rd_addr;
  logic [DATA_WIDTH - 1:0] data_saved;      
  logic [DATA_WIDTH - 1:0] alu_result;     
  logic [DATA_WIDTH - 1:0] data_from_mem;  
  logic [DATA_WIDTH - 1:0] PC_4;
  logic [1:0]  WBSel;
  logic Reg_Write;
  logic Mem_Write;
  logic valid;
  logic exception_valid;
  logic [DATA_WIDTH - 1:0] exception_cause;
  logic [1:0] inst_priv_level;
  logic [DATA_WIDTH - 1:0] inst_pc;
  logic is_mret_inst;
  logic is_ecall_inst;
  logic csr_wen;                                           
  logic [11:0] csr_addr;                  
  logic [DATA_WIDTH - 1:0] csr_wdata;   
  logic [DATA_WIDTH - 1:0] csr_rdata;   
  logic is_csr_inst;
} mem_wb_reg_t;
endpackage : internal_regs_package
module CSR_Regs #(
    parameter DATA_WIDTH = 32,
    parameter CAPACITY = 1024,
    parameter HART_ID = 0
) (
    input  logic rst,
    input  logic clk,
    input  logic [1:0] priv_level,  
    input  logic [11:0] csr_raddr,
    output logic [DATA_WIDTH - 1:0] csr_rdata,
    input  logic csr_wen,
    input  logic [11:0] csr_waddr,
    input  logic [DATA_WIDTH - 1:0] csr_wdata,
    input  logic [DATA_WIDTH - 1:0] exception_tval,
    input  logic exception_commit,  
    input  logic mret_commit,       
    input  logic [DATA_WIDTH - 1:0] exception_pc,     
    input  logic [DATA_WIDTH - 1:0] exception_cause,
    input  logic inst_commit,
    input  logic mem_stall,
    input  logic is_b_or_j,
    output logic [DATA_WIDTH - 1:0] handler_addr,  
    output logic [DATA_WIDTH - 1:0] mstatus_out,
    output logic [DATA_WIDTH - 1:0] mret_out
);
    reg [DATA_WIDTH - 1:0] mtvec;    
    reg [DATA_WIDTH - 1:0] mepc;     
    reg [DATA_WIDTH - 1:0] mcause;   
    reg [DATA_WIDTH - 1:0] mstatus;  
    reg [DATA_WIDTH - 1:0] mtval;    
    reg [63:0] mcycle;   
    reg [63:0] minstret;  
    reg [DATA_WIDTH - 1:0] misa;     
    reg [DATA_WIDTH - 1:0] mie;      
    reg [DATA_WIDTH - 1:0] mip;      
    reg [DATA_WIDTH - 1:0] mscratch; 
    reg [DATA_WIDTH - 1:0] stall_count;
    reg [DATA_WIDTH - 1:0] branch_jump_count;
    logic [DATA_WIDTH - 1:0] mstatus_next;
    logic [DATA_WIDTH - 1:0] mtvec_next;
    logic [DATA_WIDTH - 1:0] mepc_next;
    logic [DATA_WIDTH - 1:0] mcause_next;
    logic [DATA_WIDTH - 1:0] mtval_next;
    logic [DATA_WIDTH - 1:0] mie_next;
    logic [DATA_WIDTH - 1:0] mip_next;
    logic [DATA_WIDTH - 1:0] mscratch_next;
    logic [DATA_WIDTH-1:0] mstatus_mask = 32'h00001888;
    localparam MSTATUS = 12'h300;
    localparam MISA      = 12'h301; 
    localparam MIE       = 12'h304;
    localparam MSCRATCH  = 12'h340; 
    localparam MIP       = 12'h344;
    localparam MTVEC   = 12'h305;
    localparam MEPC    = 12'h341;
    localparam MCAUSE  = 12'h342;
    localparam MTVAL   = 12'h343;
    localparam MCYCLE  = 12'hB00;
    localparam MINSTRET= 12'hB02;
    localparam MVENDORID = 12'hF11; 
    localparam MARCHID   = 12'hF12; 
    localparam MIMPID    = 12'hF13;
    localparam MHARTID   = 12'hF14; 
    localparam CYCLE     = 12'hC00; 
    localparam INSTRET   = 12'hC02; 
    localparam MCYCLEH   = 12'hB80;
    localparam MINSTRETH = 12'hB82;
    localparam MEM_STALL = 12'hB83;
    localparam BRAN_JMP  = 12'HB84;
    always_comb begin
        logic [DATA_WIDTH - 1:0] rdata_from_regs;
        mstatus_out = mstatus;
        case (csr_raddr)
            MSTATUS:   rdata_from_regs = mstatus;
            MTVEC:     rdata_from_regs = mtvec;
            MEPC:      rdata_from_regs = mepc;
            MCAUSE:    rdata_from_regs = mcause;
            MTVAL:     rdata_from_regs = mtval;
            MCYCLE:    rdata_from_regs = mcycle;
            MINSTRET:  rdata_from_regs = minstret;
            MISA:      rdata_from_regs = misa;
            MIE:       rdata_from_regs = mie;
            MIP:       rdata_from_regs = mip;
            MSCRATCH:  rdata_from_regs = mscratch;
            MVENDORID: rdata_from_regs = 32'hDEADBEEF; 
            MARCHID:   rdata_from_regs = 32'h00000001;
            MIMPID:    rdata_from_regs = 32'h00000001; 
            MHARTID:   rdata_from_regs = HART_ID;
            MCYCLEH:   rdata_from_regs = mcycle[63:32];
            MINSTRETH: rdata_from_regs = minstret[63:32];
            CYCLE:     rdata_from_regs = mcycle[31:0];
            INSTRET:   rdata_from_regs = minstret[31:0]; 
            MEM_STALL: rdata_from_regs = stall_count[31:0];
            BRAN_JMP : rdata_from_regs = branch_jump_count[31:0];
            default:   rdata_from_regs = {DATA_WIDTH{1'b0}};
        endcase
        if (csr_wen && (csr_waddr == csr_raddr))
            csr_rdata = csr_wdata;
        else
            csr_rdata = rdata_from_regs;
        mstatus_next  = mstatus;
        mtvec_next    = mtvec;
        mepc_next     = mepc;
        mcause_next   = mcause;
        mtval_next    = mtval;
        mie_next      = mie;
        mip_next      = mip;
        mscratch_next = mscratch;
        if (csr_wen && priv_level >= csr_waddr[9:8]) begin
            case (csr_waddr)
                MSTATUS: mstatus_next   = (csr_wdata & mstatus_mask) | (mstatus & ~mstatus_mask);
                MTVEC:   mtvec_next     = csr_wdata;
                MEPC:    mepc_next      = csr_wdata;
                MCAUSE:  mcause_next    = csr_wdata;
                MTVAL:   mtval_next     = csr_wdata;
                MIE:     mie_next       = csr_wdata;
                MIP:     mip_next[3]    = csr_wdata[3]; 
                MSCRATCH:mscratch_next  = csr_wdata;
            endcase
        end
        if (mret_commit) begin
            mstatus_next        = mstatus;
            mstatus_next[3]     = mstatus[7];    
            mstatus_next[7]     = 1'b1;          
            mstatus_next[12:11] = 2'b00;       
        end
        if (exception_commit) begin
            mepc_next   = exception_pc;
            mcause_next = exception_cause;
            mtval_next  = exception_tval;
            mstatus_next        = mstatus;
            mstatus_next[12:11] = priv_level;  
            mstatus_next[7]     = mstatus[3];    
            mstatus_next[3]     = 1'b0;        
        end
    end
    assign handler_addr = mtvec;
    assign mret_out     = mepc;
    always_ff @(posedge clk or posedge rst) begin
        if (rst) begin
            mstatus <= '0;
            mtvec   <= '0;
            mepc    <= '0;
            mcause  <= '0;
            mtval   <= '0;
            mcycle  <= '0;
            minstret<= '0;
            mie     <= '0;
            mip     <= '0;
            mscratch<= '0;
            misa    <= 32'h40000104;  
            stall_count <= '0;
            branch_jump_count <= '0;
        end else begin
            mcycle <= mcycle + 1;
            if (mem_stall)
                stall_count <= stall_count + 1;
            if (inst_commit)
                minstret <= minstret + 1;
            if (is_b_or_j)
                branch_jump_count <= branch_jump_count + 1;
            mstatus <= mstatus_next;
            mtvec   <= mtvec_next;
            mepc    <= mepc_next;
            mcause  <= mcause_next;
            mtval   <= mtval_next;
            mie     <= mie_next;
            mip     <= mip_next;
            mscratch<= mscratch_next;
        end
    end
endmodule
==> reports/results.txt <==
# Cells Yosys = 2038
clk sinks = 389
initial antenna violation count = 2
clk ins delay skew pair = 0.59 ns
Initial Util = 0.508
Max Cap Violations = 0
area reported by Yosys stat = 21300 µm²
htree depth = 2
Total Routing Usage GR = 0.392
die width = 208 µm
HP Class = register to register
final WL = 81100 µm
CTS Buffer Depth = 3
fin crit period = 7.05 ns
Post-DRT Antenna Nets = 0
total gr overflow = 0
drt initial violations = 1716
post-detail-place hpwl = 61000 µm
Final Hold Viols = 0
CTS Hold Buffers Added = 0
Power Dens Cells = 178 nW/µm²
Hold Path Depth = 1
vias in the first global route = 17500
core area = 41900 µm²
final std cells w/o fill = 2841
Reg2Reg Capture Point = mcycle[63]
Logic pwr share = 0.106
Flops after synth = 389
critical path required time = 6.72 ns
Seq share, synth = 0.457
Synth async-reset ratio = 1.00
Least-Margin Pin Slew = 0.871 ns
R2R Path Start = mcycle[2]
storage element area = 9730 µm²
layout cells sized above 1 = 0.151
sw power = 1170 µW
cell type with the largest total area = dfrtp_1
post-cts sizing count = 0
final setup violation count = 0
Sw Ratio = 0.255
fin crit share = 0.839
synth unique cells = 90
GP Congestion = 1.03
Max-Slew Margin vs Limit = 0.405
root buf cell = clkbuf_16
TritonCTS Buffers = 45
top_reg_cell synth = dfrtp_1
DRC viols = 0
critical path arrival = 5.37 ns
r2r setup slk = 5.86 ns
Flop pwr share = 0.457
Peak VDD IR = 0.126 mV
Filler cells = 3326
Slew Limit Fails = 0
outcome = finished, final reports clean
total power = 4600 µW
Std-Cell Rows = 75
Setup TNS = 0 ns
Clk network pwr share = 0.437
Int Power = 3420 µW
Tool Warnings = 28
vias = 17900
Min-Delay Endpoint = branch_jump_count[31]
CP Class = primary input to output pin
cell count after synthesis = 2038
number of inserted diodes = 0
clk_skew = 0.0109 ns
die height = 208 µm
Vias/cell = 6.29
mean area per synthesized cell = 10.4 µm²
comb. cell area = 10900 µm²
beginning of the worst hold path = branch_jump_count[31]
Cells after DPL = 2760
Critical Path End Type = output pin
Startpoint Class = primary input
crit-path max FO = 24
setup repair bufs after CTS = 0
Routed WL per cell = 28.5 µm
Synth area leaders = dfrtp_1, mux2_2, xnor2_1
YS warnings = 1
number of port buffers = 261
die area = 43400 µm²
fin util = 0.615
r2r worst-path depth = 6
pin count of the biggest net entering global routing = 128
drt first pass iters = 7
CTS tree = built
share of the synthesized area in the top cell type = 0.457
Peak Freq = 142 MHz
first-pass GRT wire length = 119000 µm
synthesized area = 21300 µm²
CTS clk-pin slew, worst paths = 0.05 ns
Pleak = 0.0110 µW
RSZ-0062 raised after global routing = no
Post-synth EDFFs = 0
I/O pins = 290
Layout area overhead = 21.2%
[final cells by class]
type / instances / share of cell area
clock inverters: 9 / 0.00504
flip-flops and latches: 389 / 0.377
inverters: 18 / 0.00276
multi-input cells: 1508 / 0.421
repair buffers: 306 / 0.115
well taps: 539 / 0.0261
clock buffers: 72 / 0.0538
[cell usage in the layout, fill, tap and decap left out, types with 5 or more instances in the layout]
cell type / n
a211oi_1: 8
a21o_1: 5
a21oi_1: 89
a221oi_1: 19
a22o_1: 9
a22oi_1: 75
a311oi_1: 7
a31oi_1: 22
and2_1: 15
and3_1: 34
and4_1: 17
buf_4: 44
clkbuf_1: 13
clkbuf_16: 47
clkbuf_8: 12
clkdlybuf4s50_1: 257
conb_1: 28
dfrtp_1: 389
ha_1: 6
inv_1: 17
mux2_2: 181
mux2i_1: 86
nand2_1: 174
nand3_1: 93
nand4_1: 54
nor2_1: 105
nor2b_1: 39
nor3_1: 34
nor4_1: 5
o21ai_0: 56
o21ai_1: 6
o22ai_1: 28
o32ai_1: 6
or2_2: 6
xnor2_1: 139
xor2_1: 59
[how the worst max path moves through the flow]
stage | startpoint | to | slack [ns] | depth (start not counted)
after CTS | csr_raddr[1] | csr_rdata[2] | 1.44 | 8
after global routing | csr_raddr[1] | csr_rdata[2] | 1.26 | 8
final | csr_raddr[10] | csr_rdata[30] | 1.35 | 8
[layer usage]
layer | vias to the layer above | share of wire | wire (µm) | track usage
met3 | 210 | 0.092 | 7440 | 0.110
met1 | 8943 | 0.40 | 32400 | 0.561
met5 | - | 0.00026 | 21 | 0
li1 | 7841 | - | - | -
met4 | 4 | 0.051 | 4100 | 0.154
met2 | 879 | 0.46 | 37200 | 0.586
[Yosys cell counts (8+ instances only)]
cell / instances
dfrtp_1: 389
mux2_2: 181
nand2_1: 174
xnor2_1: 139
nor2_1: 105
nand3_1: 93
a21oi_1: 89
mux2i_1: 86
a22oi_1: 75
xor2_1: 59
o21ai_0: 56
clkbuf_1: 54
nand4_1: 54
buf_2: 48
nor2b_1: 40
buf_4: 38
and3_1: 34
nor3_1: 34
o22ai_1: 28
a31oi_1: 22
a221oi_1: 19
inv_1: 18
and4_1: 17
and2_1: 15
a22o_1: 9
a211oi_1: 8
[power by group through the flow]
stage,clock (µW),combinational (µW),sequential (µW)
5_1_grt,2100,527,2110
6_report,2010,486,2100
4_1_cts,2040,483,2100
[kinds of logic after synthesis]
logic type,after synthesis,share of synthesized area
AND/OR/NAND/NOR,633,0.161
flip-flops,389,0.457
AND-OR/OR-AND,370,0.115
multiplexers,272,0.140
XOR/XNOR,199,0.0822
buffers and inverters,168,0.0406
adder cells (fa/ha/maj),6,0.00352
other,1,0.000176
[sequential cells by signal (all words and copies together), names as in the netlist]
signal	flops
mcycle	64
minstret	64
branch_jump_count	32
mcause	32
mepc	32
mie	32
mscratch	32
mtval	32
mtvec	32
stall_count	32
mstatus	4
mip	1
[per-stage QoR]
step                hold WS [ns]  instance area (µm²)  worst slack (ns)
finish                     0.481                25800              1.35
global route               0.500                25800              1.26
CTS                        0.478                25800              1.44
detailed placement         0.459                24300              1.48
global placement           0.460                24300              1.46
floorplan                  0.442                21400              1.49
[critical path, cell delays in order]
cell	delay [ns]
clkdlybuf4s50_1	0.62
and4bb_2	0.63
nand3_1	0.12
buf_4	0.27
nor2_1	0.61
a221oi_1	0.21
a211oi_1	0.61
clkdlybuf4s50_1	0.60
Power is estimated from default activity; no workload was simulated.
