## flow/design.v

```verilog
package cache_pkg;
    localparam ADDR_WIDTH     = 8;
    localparam DATA_WIDTH_M   = 128;  
    localparam DATA_WIDTH_CPU = 32;   
    localparam TAG_WIDTH      = 4;
    localparam INDEX_WIDTH    = 4;
    localparam OFFSET_WIDTH   = 4;
    typedef struct packed {
        logic                  valid;
        logic [TAG_WIDTH - 1:0]  tag;
        logic [INDEX_WIDTH - 1:0] index;
        logic [OFFSET_WIDTH - 1:0] offset;
        logic [DATA_WIDTH_CPU - 1:0] wdata;
        logic [DATA_WIDTH_CPU/8 - 1:0] wmask;
        logic                  write;
        logic                  read;
        logic [2:0]                 S_type;
        logic [2:0]                 l_type;
    } cpu_req_bus_t;
    typedef struct packed {
        logic                  valid;
        logic [DATA_WIDTH_CPU - 1:0] rdata;
        logic                  hit;
        logic                  exception;
    } cpu_resp_bus_t;
    typedef struct packed {
        logic [ADDR_WIDTH - 1:0]   addr;
        logic [DATA_WIDTH_M - 1:0] data;
        logic [DATA_WIDTH_M/8 - 1:0] wmask; 
    } mem_w_req_bus_t;
    typedef struct packed {
        logic [1:0] bresp;  
    } mem_w_resp_bus_t;
    typedef struct packed {
        logic [ADDR_WIDTH - 1:0] addr;
    } mem_r_req_bus_t;
    typedef struct packed {
        logic [DATA_WIDTH_M - 1:0] rdata;
        logic [1:0]                rresp;  
    } mem_r_resp_bus_t;
endpackage
package internal_regs_package;
    localparam DATA_WIDTH = 32;
typedef struct packed {
  logic [DATA_WIDTH - 1:0] instruction;
  logic [DATA_WIDTH - 1:0] PC;
  logic valid;
} if_id_reg_t;
typedef struct packed {
  logic [$clog2(DATA_WIDTH) - 1:0] rd_addr;
  logic [$clog2(DATA_WIDTH) - 1:0] rs2_addr;
  logic [$clog2(DATA_WIDTH) - 1:0] rs1_addr;
  logic [DATA_WIDTH - 1:0] rs1out;
  logic [DATA_WIDTH - 1:0] rs2out;
  logic [DATA_WIDTH - 1:0] PC;
  logic [DATA_WIDTH - 1:0] imme;
  logic [1:0] ALU_A;
  logic [1:0] ALU_B;
  logic [3:0] ALU_op;
  logic [1:0] WBSel;
  logic Mem_Read;
  logic Mem_Write;
  logic Reg_Write;
  logic [2:0] B_type;
  logic [2:0] l_type;
  logic [2:0] S_type;
  logic [1:0] is_lstype;
  logic B_enable;
  logic J_taken;
  logic need_rs1;
  logic need_rs2;
  logic valid;
  logic exception_valid;
  logic is_csr_inst;
  logic is_mret_inst;
  logic [DATA_WIDTH - 1:0] exception_cause;
  logic [1:0] inst_priv_level;
  logic [2:0] csr_op;
  logic [DATA_WIDTH - 1:0] inst_pc;
  logic [11:0] csr_addr;
  logic is_ecall_inst;
  logic [DATA_WIDTH - 1:0] csr_rdata;
  logic csr_wen;
  logic [DATA_WIDTH - 1:0] csr_wdata;
} id_ex_reg_t;
typedef struct packed {
  logic [$clog2(DATA_WIDTH) - 1:0] rd_addr;
  logic [DATA_WIDTH - 1:0] data_to_mem;
  logic [DATA_WIDTH - 1:0] PC;
  logic [DATA_WIDTH - 1:0] alu_result;
  logic [DATA_WIDTH / 8 - 1:0] mask;
  logic [1:0] WBSel;
  logic [2:0] l_type;
  logic [2:0] S_type;
  logic Mem_Read;
  logic Mem_Write;
  logic Reg_Write;
  logic valid;
  logic exception_valid;
  logic is_mret_inst;
  logic [DATA_WIDTH - 1:0] exception_cause;
  logic [1:0] inst_priv_level;
  logic [DATA_WIDTH - 1:0] inst_pc;
  logic is_ecall_inst;
  logic csr_wen;                      
  logic [11:0] csr_addr;                  
  logic [DATA_WIDTH - 1:0] csr_wdata;   
  logic [DATA_WIDTH - 1:0] csr_rdata; 
  logic is_csr_inst;  
} ex_mem_reg_t;
typedef struct packed {
  logic [$clog2(DATA_WIDTH) - 1:0] rd_addr;
  logic [DATA_WIDTH - 1:0] data_saved;      
  logic [DATA_WIDTH - 1:0] alu_result;     
  logic [DATA_WIDTH - 1:0] data_from_mem;  
  logic [DATA_WIDTH - 1:0] PC_4;
  logic [1:0]  WBSel;
  logic Reg_Write;
  logic Mem_Write;
  logic valid;
  logic exception_valid;
  logic [DATA_WIDTH - 1:0] exception_cause;
  logic [1:0] inst_priv_level;
  logic [DATA_WIDTH - 1:0] inst_pc;
  logic is_mret_inst;
  logic is_ecall_inst;
  logic csr_wen;                                           
  logic [11:0] csr_addr;                  
  logic [DATA_WIDTH - 1:0] csr_wdata;   
  logic [DATA_WIDTH - 1:0] csr_rdata;   
  logic is_csr_inst;
} mem_wb_reg_t;
endpackage : internal_regs_package
module ALU (
    input [31:0] A,
    input [31:0] B,
    input [3:0] control,
    output reg [31:0] result,
    output is_zero
);
    always @(*) begin
       case (control)
        4'b0000: result = A + B;
        4'b1000: result = A + (B ^ 32'hFFFFFFFF) + 1; 
        4'b0111: result = A & B;
        4'b0110: result = A | B;
        4'b0100: result = A ^ B;
        4'b0010: result = $signed(A) < $signed(B) ? 32'd1 : 32'd0;  
        4'b0011: result = (A < B) ? 32'h1 : 32'h0;  
        4'b0001: result = A << B[4:0];  
        4'b0101: result = A >> B[4:0];  
        4'b1101: result = $signed(A) >>> B[4:0];  
        4'b1110: result = B; 
        default: result = 0;
    endcase
    end
    assign is_zero = result == 32'b0;
endmodule
```

## flow/run.sh

```bash
#!/bin/bash
# OpenROAD 26Q1-2900-gdf79404cd8, Yosys 0.63+post, stock flow scripts
make -C /OpenROAD-flow-scripts/flow DESIGN_CONFIG=/design/flow/config.mk WORK_HOME=/design/flow/orfs finish
```

## flow/config.mk

```make
export PLATFORM = sky130hd
export DESIGN_NAME = ALU
export DESIGN_NICKNAME = ALU
export VERILOG_FILES = /design/flow/design.v
export SDC_FILE = /design/flow/constraint.sdc
export NUM_CORES = 4
export LEC_CHECK = 1
export CORE_UTILIZATION = 40
```

## flow/constraint.sdc

```tcl
current_design ALU

set clk_period 23.6
set clk_io_pct 0.2

create_clock -name clk0 -period $clk_period

set non_clock_inputs [all_inputs -no_clocks]
set_input_delay [expr $clk_period * $clk_io_pct] -clock clk0 $non_clock_inputs
set_output_delay [expr $clk_period * $clk_io_pct] -clock clk0 [all_outputs]
```

==> out/qor.tcl <==
set qor(io_pins) 101
set qor(run_status) {complete, no violations}
set qor(part_of_the_power_in_the_clock_network) 0
set qor(detailed_place_hpwl_um) 42900
set qor(period_needed_ns) 14.69
set qor(postRouteWirelength_um) 55500
set qor(floorplan.core_util) 0.407
set qor(top_area_cell) {sky130_fd_sc_hd__ha_1}
set qor(postSynthCellCount) 1483
set qor(cts_hold_bufs) 0
set qor(max_freq_ghz) 0.0681
set qor(worst_ir_drop_vdd_mv) 0.0177
set qor(detailroute.via_count) 12900
set qor(avgViaCountPerCell) 7.05
set qor(finalWorstSetupSlack_ns) 8.91
set qor(log.warning_count) 99
set qor(avgSynthCellArea_um2) 6.88
set qor(synth.most_common_cell) {sky130_fd_sc_hd__nand2_1}
set qor(setup.worst_path.start_class) {input pin}
set qor(synth.lib_cells_used.distinct) 90
set qor(placeableCoreArea_mm2) 0.0251
set qor(worstSetupPathType) {input pin to primary output}
set qor(p_sw_w) 0.000176
set qor(worstHoldPathType) {input pin to primary output}
set qor(clockBufferCount) 0
set qor(cell_count_listed_in_synth_stat_txt) 1483
set qor(comb_power_share) 1.000
set qor(dp.cells) 1837
set qor(flop-count) 0
set qor(fin_crit_sh) 0.622
set qor(p_seq_frac) 0
set qor(maxCapViolations) 0
set qor(detail_route.drc_violations) 0
set qor(yosysWarningCount) 1
set qor(layout.area.seq_um2) 0
set qor(final.fill_count) 2694
set qor(grt_pass1_vias) 12100
set qor(place_congestion) 1.07
set qor(cp.required_ns) 18.88
set qor(synth.yosys.seq_area_share) 0
set qor(yosys.stat.chipArea_mm2) 0.0102
set qor(yosys_top_cell_area_share) 0.121
set qor(power.density_mw_per_mm2) 24.9
set qor(grt_setup_unrepaired) {no}
set qor(io_buffer_count) 101
set qor(grt_pass1_wl_um) 81300
set qor(die_height_um) 162
set qor(synth.cells.most_frequent) {152 x sky130_fd_sc_hd__nand2_1, 130 x sky130_fd_sc_hd__nor2_1, 101 x sky130_fd_sc_hd__a21oi_1}
set qor(pin_count_of_the_biggest_net_entering_global_routing) 60
set qor(top_cells_by_area) {sky130_fd_sc_hd__ha_1 12%, sky130_fd_sc_hd__mux4_2 7.9%, sky130_fd_sc_hd__nand2_1 5.6%}
set qor(drive_above_1_share) 0.0942
set qor(grt_antenna_before_repair) 3
set qor(die.size.x_um) 162
set qor(drt_iter0_markers) 1650
set qor(arrival_ns) 9.97
set qor(mappedNetlistArea_mm2) 0.0102
set qor(detailedPlace.worstSlack_ns) 9.00
set qor(drt_pass1_iterations) 6
set qor(post-cts-setup-buffer-count) 0
set qor(p_total_w) 0.000284
set qor(die_area_mm2) 0.0262
set qor(grt.overflow.total) 0
set qor(final_std_cells_w_o_fill) 1837
set qor(setup_viol) 0
set qor(internal-power_w) 0.000108
set qor(critical_path.endpoint_type) {primary output}
set qor(power_switching_share) 0.620
set qor(timing_hold_violations_final) 0
set qor(ant_nets) 0
set qor(insertedDiodeCount) 0
set qor(post_cts_resize_count) 0
set qor(max_slew.worst_pin.slew_ns) 1.01
set qor(area.growth.synth_to_final_pct) 12.0
set qor(report.final.slew_viol_count) 0
set qor(slew-limit-headroom) 0.312
set qor(setup_tns_ns) 0
set qor(row_count) 58
set qor(total_leakage_power_nw) 4.61
set qor(wl_per_cell_um) 30.2
set qor(combGateArea_mm2) 0.00935
set qor(grt.total_usage) 0.427
set qor(worstPathMaxFanout) 14
worst max-delay path, stage by stage:
cell,delay [ns]
sky130_fd_sc_hd__clkdlybuf4s50_1,0.74
sky130_fd_sc_hd__inv_1,0.15
sky130_fd_sc_hd__ha_1,0.61
sky130_fd_sc_hd__nor2b_1,0.15
sky130_fd_sc_hd__a2111oi_1,0.61
sky130_fd_sc_hd__a21oi_1,0.34
sky130_fd_sc_hd__o311a_1,0.38
sky130_fd_sc_hd__nor3_1,0.25
sky130_fd_sc_hd__o211ai_1,0.20
sky130_fd_sc_hd__a2111oi_2,0.36
sky130_fd_sc_hd__nand4b_1,0.20
sky130_fd_sc_hd__and4bb_1,0.35
sky130_fd_sc_hd__nand4bb_1,0.13
sky130_fd_sc_hd__nor4_2,0.27
sky130_fd_sc_hd__clkdlybuf4s50_1,0.50
cell families after synthesis:
logic type,Yosys count,synth area share
XOR/XNOR,14,0.0120
buffers and inverters,211,0.0858
AND/OR/NAND/NOR,523,0.251
adder cells (fa/ha/maj),101,0.125
AND-OR/OR-AND,506,0.351
multiplexers,128,0.175
cell type report:
cell class	instances	area share
Inverter	88	0.0289
Timing Repair Buffer	147	0.117
Multi-Input combinational cell	1272	0.818
Tap cell	330	0.0361
power by group through the flow:
stage                 clock (W)  sequential (W)  combinational (W)
after CTS                     0               0           0.000275
after global routing          0               0           0.000301
final                         0               0           0.000284
per-stage QoR:
stage / hold slack, ns / instance area, um2 / util
3_3_place_gp: 10.70 / 11400 / 0.455
2_1_floorplan: 9.53 / 10200 / -
3_5_place_dp: 10.68 / 11400 / 0.455
4_1_cts: 10.70 / 11400 / 0.455
6_report: 10.69 / 11400 / 0.455
5_1_grt: 10.74 / 11400 / 0.455
final timing paths:
| check | from | to | slack [ns] | depth (start not counted) |
|---|---|---|---|---|
| setup / recovery | A[7] | is_zero | 8.91 | 15 |
| hold / removal | B[8] | result[8] | 10.69 | 4 |
layer usage:
layer | up-vias | track usage | share of wire
met5 | - | 0 | 0.00061
met4 | 6 | 0.152 | 0.044
met3 | 169 | 0.109 | 0.11
met2 | 831 | 0.633 | 0.43
met1 | 6225 | 0.601 | 0.41
li1 | 5714 | - | -
cell usage in the layout (no fill, tap or decap), drive strengths merged, types with 32 or more instances in the layout:
cell | synthesis | layout
inv | 88 | 88
ha | 99 | 99
mux2 | 36 | 36
o211ai | 32 | 32
a21oi | 101 | 101
nand2 | 152 | 152
mux4 | 36 | 36
mux2i | 56 | 56
nor2 | 130 | 130
o21ai | 82 | 82
buf | 47 | 51
clkdlybuf4s50 | 0 | 96
nor3 | 44 | 44
nand3 | 38 | 38
No activity file was given, so power comes from the tool's default toggle rates.
