[/design/flow/design.v]
package cache_pkg;
    localparam ADDR_WIDTH     = 8;
    localparam DATA_WIDTH_M   = 128;  
    localparam DATA_WIDTH_CPU = 32;   
    localparam TAG_WIDTH      = 4;
    localparam INDEX_WIDTH    = 4;
    localparam OFFSET_WIDTH   = 4;
    typedef struct packed {
        logic                  valid;
        logic [TAG_WIDTH - 1:0]  tag;
        logic [INDEX_WIDTH - 1:0] index;
        logic [OFFSET_WIDTH - 1:0] offset;
        logic [DATA_WIDTH_CPU - 1:0] wdata;
        logic [DATA_WIDTH_CPU/8 - 1:0] wmask;
        logic                  write;
        logic                  read;
        logic [2:0]                 S_type;
        logic [2:0]                 l_type;
    } cpu_req_bus_t;
    typedef struct packed {
        logic                  valid;
        logic [DATA_WIDTH_CPU - 1:0] rdata;
        logic                  hit;
        logic                  exception;
    } cpu_resp_bus_t;
    typedef struct packed {
        logic [ADDR_WIDTH - 1:0]   addr;
        logic [DATA_WIDTH_M - 1:0] data;
        logic [DATA_WIDTH_M/8 - 1:0] wmask; 
    } mem_w_req_bus_t;
    typedef struct packed {
        logic [1:0] bresp;  
    } mem_w_resp_bus_t;
    typedef struct packed {
        logic [ADDR_WIDTH - 1:0] addr;
    } mem_r_req_bus_t;
    typedef struct packed {
        logic [DATA_WIDTH_M - 1:0] rdata;
        logic [1:0]                rresp;  
    } mem_r_resp_bus_t;
endpackage
package internal_regs_package;
    localparam DATA_WIDTH = 32;
typedef struct packed {
  logic [DATA_WIDTH - 1:0] instruction;
  logic [DATA_WIDTH - 1:0] PC;
  logic valid;
} if_id_reg_t;
typedef struct packed {
  logic [$clog2(DATA_WIDTH) - 1:0] rd_addr;
  logic [$clog2(DATA_WIDTH) - 1:0] rs2_addr;
  logic [$clog2(DATA_WIDTH) - 1:0] rs1_addr;
  logic [DATA_WIDTH - 1:0] rs1out;
  logic [DATA_WIDTH - 1:0] rs2out;
  logic [DATA_WIDTH - 1:0] PC;
  logic [DATA_WIDTH - 1:0] imme;
  logic [1:0] ALU_A;
  logic [1:0] ALU_B;
  logic [3:0] ALU_op;
  logic [1:0] WBSel;
  logic Mem_Read;
  logic Mem_Write;
  logic Reg_Write;
  logic [2:0] B_type;
  logic [2:0] l_type;
  logic [2:0] S_type;
  logic [1:0] is_lstype;
  logic B_enable;
  logic J_taken;
  logic need_rs1;
  logic need_rs2;
  logic valid;
  logic exception_valid;
  logic is_csr_inst;
  logic is_mret_inst;
  logic [DATA_WIDTH - 1:0] exception_cause;
  logic [1:0] inst_priv_level;
  logic [2:0] csr_op;
  logic [DATA_WIDTH - 1:0] inst_pc;
  logic [11:0] csr_addr;
  logic is_ecall_inst;
  logic [DATA_WIDTH - 1:0] csr_rdata;
  logic csr_wen;
  logic [DATA_WIDTH - 1:0] csr_wdata;
} id_ex_reg_t;
typedef struct packed {
  logic [$clog2(DATA_WIDTH) - 1:0] rd_addr;
  logic [DATA_WIDTH - 1:0] data_to_mem;
  logic [DATA_WIDTH - 1:0] PC;
  logic [DATA_WIDTH - 1:0] alu_result;
  logic [DATA_WIDTH / 8 - 1:0] mask;
  logic [1:0] WBSel;
  logic [2:0] l_type;
  logic [2:0] S_type;
  logic Mem_Read;
  logic Mem_Write;
  logic Reg_Write;
  logic valid;
  logic exception_valid;
  logic is_mret_inst;
  logic [DATA_WIDTH - 1:0] exception_cause;
  logic [1:0] inst_priv_level;
  logic [DATA_WIDTH - 1:0] inst_pc;
  logic is_ecall_inst;
  logic csr_wen;                      
  logic [11:0] csr_addr;                  
  logic [DATA_WIDTH - 1:0] csr_wdata;   
  logic [DATA_WIDTH - 1:0] csr_rdata; 
  logic is_csr_inst;  
} ex_mem_reg_t;
typedef struct packed {
  logic [$clog2(DATA_WIDTH) - 1:0] rd_addr;
  logic [DATA_WIDTH - 1:0] data_saved;      
  logic [DATA_WIDTH - 1:0] alu_result;     
  logic [DATA_WIDTH - 1:0] data_from_mem;  
  logic [DATA_WIDTH - 1:0] PC_4;
  logic [1:0]  WBSel;
  logic Reg_Write;
  logic Mem_Write;
  logic valid;
  logic exception_valid;
  logic [DATA_WIDTH - 1:0] exception_cause;
  logic [1:0] inst_priv_level;
  logic [DATA_WIDTH - 1:0] inst_pc;
  logic is_mret_inst;
  logic is_ecall_inst;
  logic csr_wen;                                           
  logic [11:0] csr_addr;                  
  logic [DATA_WIDTH - 1:0] csr_wdata;   
  logic [DATA_WIDTH - 1:0] csr_rdata;   
  logic is_csr_inst;
} mem_wb_reg_t;
endpackage : internal_regs_package
module Control #(
        parameter R = 7'b0110011,
        parameter I = 7'b0010011,
        parameter L = 7'b0000011,
        parameter S = 7'b0100011,
        parameter B = 7'b1100011,
        parameter LUI = 7'b0110111,
        parameter AUIPC = 7'b0010111,
        parameter JAL = 7'b1101111,
        parameter JALR = 7'b1100111,
        parameter SYSTEM = 7'b1110011,
        parameter bne = 3'b001,
        parameter beq = 3'b000,
        parameter bge = 3'b101,
        parameter blt = 3'b100,
        parameter bltu = 3'b110,
        parameter bgeu = 3'b111,
        parameter mul = 3'b000,
        parameter mulh = 3'b001,
        parameter mulhsu = 3'b010,
        parameter mulhu = 3'b011,
        parameter div = 3'b100,
        parameter divu = 3'b101,
        parameter rem = 3'b110,
        parameter remu = 3'b111,
        parameter M_MODE = 2'b11,
        parameter U_MODE = 2'b00,
        parameter DATA_WIDTH = 32
    ) (
        input  logic clk,
        input  logic rst,
        input  [6:0] funct7,
        input  [2:0] funct3,
        input  [6:0] opcode,
        input  logic [11:0] csr_addr, 
        input  [DATA_WIDTH - 1:0] mstatus,
        input  exception,
        input  mret_out,
        input  decode_en,
        output reg RegWrite,
        output reg MW,
        output reg jump,
        output reg B_enable,
        output reg [1:0] is_lstype,
        output reg MRead,
        output reg need_rs1,
        output reg need_rs2,
        output reg valid,
        output reg [1:0] A_Select,
        output reg [1:0] B_Select,
        output reg [3:0] Op,
        output reg [1:0] WBSelect,
        output reg [2:0] ImmeSelect,
        output reg [2:0] B_type,
        output reg [1:0] S_type,
        output reg [2:0] l_type,
        output reg exception_valid,
        output reg is_csr,
        output reg is_mret,
        output reg [DATA_WIDTH - 1:0] exception_cause,
        output logic [1:0] current_privilege,
        output logic [2:0] csr_op,
        output reg is_ecall_inst
    );
    reg [1:0] current_privilege_reg;
    always_ff @(posedge clk) begin
        if (rst) begin
            current_privilege_reg <= M_MODE;  
        end else if (exception_valid) begin
            current_privilege_reg <= M_MODE;  
        end else if (mret_out) begin  
            current_privilege_reg <= mstatus[12:11];  
        end
    end
    assign current_privilege = current_privilege_reg;
    always @(*) begin
        jump = 1'b0;
        B_type = 3'b010;
        MW = 1'b0;
        RegWrite = 1'b0;
        WBSelect = 2'bxx;
        ImmeSelect = 3'bxxx;
        B_Select = 2'bxx;
        A_Select = 2'bxx;
        Op = 4'b1111;
        S_type = 2'b11;
        B_enable = 1'b0;
        l_type = 3'b111;
        MRead = 1'b0;
        need_rs1 = 1'b0;
        need_rs2 = 1'b0;
        is_lstype = 1'b0;
        is_csr = 1'b0;
        is_mret = 1'b0;
        exception_valid = 1'b0;
        csr_op = 3'bxxx;
        exception_cause = 32'd0;
        is_ecall_inst = 1'b0;
        if (decode_en) begin
          valid = 1'b1;
        case (opcode)
            R:begin
                Op = {funct7[5], funct3};
                MW = 1'b0;
                RegWrite = 1'b1;
                WBSelect = 2'b01;
                ImmeSelect = 3'b000;
                A_Select = 2'b00;  
                B_Select = 2'b00;  
                need_rs1 = 1'b1;
                need_rs2 = 1'b1;
            end
            I:begin
                B_Select = 2'b01;  
                A_Select = 2'b00;  
                need_rs1 = 1'b1;
                MW = 1'b0;
                RegWrite = 1'b1;
                WBSelect = 2'b01;
                ImmeSelect = 3'b001; 
                case (funct3)
                    3'b000: Op = 4'b0000;  
                    3'b010: Op = 4'b0010;  
                    3'b011: Op = 4'b0011;  
                    3'b100: Op = 4'b0100;  
                    3'b110: Op = 4'b0110;  
                    3'b111: Op = 4'b0111;  
                    3'b001: Op = 4'b0001;  
                    3'b101: Op = {funct7[5], funct3};  
                    default: Op = 4'bxxxx;
                endcase
            end
            L:begin
                B_Select = 2'b01;  
                A_Select = 2'b00;  
                need_rs1 = 1'b1;
                MW = 1'b0;
                RegWrite = 1'b1;
                WBSelect = 2'b00; 
                ImmeSelect = 3'b001; 
                Op = 4'b0000;  
                l_type = funct3;
                MRead = 1'b1;
                is_lstype = 2'b01;
            end
            S:begin
                B_Select = 2'b01;  
                A_Select = 2'b00;  
                need_rs1 = 1'b1;
                MW = 1'b1;
                RegWrite = 1'b0;
                WBSelect = 2'b11;
                ImmeSelect = 3'b010; 
                Op = 4'b0000;  
                S_type = funct3;
                need_rs2 = 1'b1;
                is_lstype = 2'b10;
            end
            B:begin
                B_type = funct3;
                B_Select = 2'b01;  
                A_Select = 2'b01;  
                MW = 1'b0;
                RegWrite = 1'b0;
                WBSelect = 2'b11;
                ImmeSelect = 3'b011; 
                Op = 4'b0000; 
                B_enable = 1'b1;
                need_rs2 = 1'b1;
                need_rs1 = 1'b1;
            end
            LUI:begin
                B_Select = 2'b01;  
                A_Select = 2'b00;  
                MW = 1'b0;
                RegWrite = 1'b1;
                WBSelect = 2'b01;
                ImmeSelect = 3'b100; 
                Op = 4'b1110;  
            end
            AUIPC:begin
                B_Select = 2'b01;  
                A_Select = 2'b01;  
                MW = 1'b0;
                RegWrite = 1'b1;
                WBSelect = 2'b01;
                ImmeSelect = 3'b100; 
                Op = 4'b0000;  
            end
            JAL:begin
                B_Select = 2'b01;  
                A_Select = 2'b01;  
                MW = 1'b0;
                RegWrite = 1'b1;
                WBSelect = 2'b10;
                ImmeSelect = 3'b101; 
                Op = 4'b0000;  
                jump = 1'b1;
            end
            JALR: begin
                B_Select = 2'b01;  
                A_Select = 2'b00;  
                need_rs1 = 1'b1;
                MW = 1'b0;
                RegWrite = 1'b1;
                WBSelect = 2'b10;
                ImmeSelect = 3'b001;  
                Op = 4'b0000;  
                jump = 1'b1;
            end
            SYSTEM: begin
                case (funct3)
                    3'b000: begin  
                    case (csr_addr) 
                        12'h000: begin  
                        exception_valid = 1'b1;
                        is_ecall_inst   = 1'b1;
                        case(current_privilege)
                            U_MODE: exception_cause = 32'd8;  
                            default: exception_cause = 32'd11;
                        endcase
                        end
                        12'h001: begin  
                            exception_valid = 1'b1;
                            exception_cause = 32'd3;  
                            is_ecall_inst   = 1'b1;
                        end
                        12'h302: begin  
                            if (current_privilege == U_MODE) begin
                                exception_valid = 1'b1;
                                valid = 1'b0;
                                is_ecall_inst = 1'b1;
                                exception_cause = 32'd2;  
                            end else begin
                                exception_valid = 1'b0;
                                is_mret = 1'b1;
                            end
                        end
                        default: begin
                            exception_valid = 1'b1;
                            valid = 1'b0;
                            is_ecall_inst = 1'b1;
                            exception_cause = 32'd2;  
                        end
                    endcase
                    end
                3'b001, 3'b010, 3'b011, 3'b101, 3'b110, 3'b111: begin  
                    if (current_privilege == U_MODE) begin
                        exception_valid = 1'b1;
                        valid = 1'b0;
                        is_ecall_inst = 1'b1;
                        exception_cause = 32'd2;  
                    end else begin
                        exception_valid = 1'b0;
                        is_csr = 1'b1;
                        csr_op = funct3;
                        RegWrite = 1'b1;  
                        need_rs1 = 1'b1;
                        A_Select = 2'b00;
                        WBSelect = 2'b01;
                        Op = 4'b0000;
                    end
                end
                default: begin
                    exception_valid = 1'b1;              
                    valid = 1'b0;
                    exception_cause = 32'd2;  
                    is_ecall_inst = 1'b1;
                end
                endcase
            end
            default: begin
                is_ecall_inst = 1'b1;
                valid = 1'b0;
                exception_valid = 1'b1;
                exception_cause = 32'd2;
            end
        endcase
    end else valid = 1'b0;
    end
endmodule
[/design/flow/run.sh]
#!/bin/bash
# OpenROAD 26Q1-2900-gdf79404cd8, Yosys 0.63+post, stock flow scripts
make -C /OpenROAD-flow-scripts/flow DESIGN_CONFIG=/design/flow/config.mk WORK_HOME=/design/flow/orfs finish
[/design/flow/config.mk]
export PLATFORM = sky130hd
export DESIGN_NAME = Control
export DESIGN_NICKNAME = Control
export VERILOG_FILES = /design/flow/design.v
export SDC_FILE = /design/flow/constraint.sdc
export NUM_CORES = 4
export LEC_CHECK = 1
export CORE_AREA = 10 10 70 70
export DIE_AREA = 0 0 80 80
[/design/flow/constraint.sdc]
current_design Control

set clk_period 3.2
set clk_io_pct 0.2

create_clock -name clk0 -period $clk_period [get_ports {clk}]

set non_clock_inputs [all_inputs -no_clocks]
set_input_delay [expr $clk_period * $clk_io_pct] -clock clk0 $non_clock_inputs
set_output_delay [expr $clk_period * $clk_io_pct] -clock clk0 [all_outputs]
==> flow_summary.ini <==
; generated from flow reports
[outcome]
outcome = finished clean

[setup_path]
crit_family = buffers and inverters
critical_path.max_stage_delay_ns = 0.55
crit_buf_inv = 2
crit_path_frequent_cell = clkdlybuf4s50_1
crit_path_cell_trace = clkdlybuf4s50_1, o22a_1, o31ai_2, or3_4, a21o_1, clkdlybuf4s50_1
cp_max_fo = 4
worst-setup-path-type = in2out
cp-start-kind = primary input
cp-end-kind = output port
cp_slowest_cell = clkdlybuf4s50_1
cp_data_required_time_ns = 2.56
crit_arrival_ns = 2.47

[synth]
ys_seq_elements = 2
flop_cell = dfxtp_1
synth_area_um2 = 983
mux_area_share_pct = 1.02
yosysCellCount = 155
ys_seq_share_pct = 4.07
simple_gate_area_share_pct = 43.4
async_flop_share_pct = 0
xor_share_pct = 0
synth-edff-count = 0
syn_avg_cell_area_um2 = 6.34
top_logic_kind = simple AND/OR/NAND/NOR gates
netlist_instances = 155
ys_sh_adder_pct = 0
yosys_area_um2 = 983
yosys_warnings = 1
synthDistinctLibCells = 41
yosys.area_share.aoi_pct = 18.6

[final_layout]
largest_reg_flops = 2
drive_above_1_share_pct = 25.8
combGateArea_um2 = 853
area_growth_syn_to_layout_pct = 99.4
fillerInstances = 316
seqCellArea_um2 = 40.0

[global_route]
grt_pass1_vias = 1338
grt_usage_pct = 11.6
grt_overflow = 0
antenna_found_initial = 0
grt_pass1_wl_um = 6330
grt_max_degree = 14

[drt]
viasPerCell = 4.47
drt-total-wl_um = 4080
first_iter_violations = 28
wl_per_cell_um = 13.9
vias = 1313
diodes = 0
route.detailed.drc = 0
antenna_left = 0
firstDrtPassIters = 4

[cts]
cts_tree = built
cts-root-buf = clkbuf_4
clockBufferDepth = 2
clk_pin_slew_worst_paths_ns = 0.03
htreeDepth = 1
cts_sinks = 2
cts_buffers = 3
insertion_delay_ns = 0.22

[floorplan]
die_width_um = 80
die_area_um2 = 6400
fp_util_pct = 28.8
io_pins = 138
die_height_um = 80
core_um2 = 3420
rows = 21

[final_timing]
finalClockPeriodUsage_pct = 97.1
rsz0062_at_grt = true
fin_skew_ns = 0.00164
layout_setup_ws_ns = 0.0914
fmax_mhz = 322
hold_viol = 0
final-setup-viol-count = 0
layout_min_cycle_time_ns = 3.11
slew_viol_final = 0

[place]
dp_slack_ns = -0.0820
hpwl_um = 3510
gp_congestion = 0.826
io_buffers = 69

[pwr]
p_per_area_nw_per_um2 = 115
max-vdd-ir-drop_mv = 0.0640
p_leak_uw = 0.000849
finalPower_uw = 225

[min_path]
hold_path.class = reg2reg

[job]
tool_warnings = 63
cap_violations = 0
==> cell usage in the layout (no fill, tap or decap), drive strengths merged, types with 2 or more instances in the layout <==
cell / instances
nor3: 9
o31ai: 2
clkbuf: 4
a21oi: 7
nand3b: 2
or2: 2
o31a: 2
o21ai: 6
dfxtp: 2
inv: 4
or3: 6
nor4: 7
nor2b: 3
dlymetal6s2s: 8
dlygate4sd2: 3
a211oi: 4
nand3: 7
conb: 31
nand2: 15
buf: 35
nand2b: 5
nor2: 12
clkdlybuf4s50: 57
==> report_power, final <==
part	internal [uW]	switching [uW]
registers	26.4	2.01
logic	83.9	59.4
clock network	41.2	11.9
==> what timing repair did <==
| action | 4_1_cts | 5_1_grt |
|---|---|---|
| pin swaps | 2 | 6 |
| hold buffers | 0 | 0 |
| setup buffers | 2 | 1 |
| gates resized | 15 | 23 |
| setup endpoints to repair | 13 | 14 |
==> worst register-to-register path, stage by stage, from the launching register on <==
cell	delay, ns
dfxtp_1	0.41
nor2_1	0.10
or3_1	0.37
o21ai_0	0.24
buf_4	0.16
nand3_1	0.06
==> stage by stage <==
step                utilization (%)   TNS [ns]  std cells  cell area (um^2)  hold slack [ns]
global placement               52.1     -0.700        288              1780            0.709
global route                   57.4  -0.000758        294              1960            0.783
finish                         57.4          0        294              1960            0.728
detailed placement             52.1     -0.679        288              1780            0.726
floorplan                         -          0        185              1100            0.622
CTS                            54.6          0        293              1870            0.739
==> cell usage after synthesis (2+ instances only) <==
master | n | share of area (%)
a21oi_1 | 7 | 3.6
buf_2 | 4 | 2.0
nor3_2 | 2 | 2.0
o31a_1 | 2 | 1.8
a211oi_1 | 4 | 3.1
o31ai_1 | 2 | 1.5
o21ai_0 | 5 | 2.5
buf_4 | 36 | 27
clkbuf_1 | 4 | 1.5
nand2b_1 | 5 | 3.2
nor3_1 | 7 | 3.6
inv_1 | 4 | 1.5
nand3_1 | 7 | 3.6
nand3b_1 | 2 | 1.5
nor2_1 | 12 | 4.6
nor4_1 | 6 | 3.8
dfxtp_1 | 2 | 4.1
nor2b_1 | 3 | 1.9
or2_2 | 2 | 1.3
nand2_1 | 14 | 5.3
or3_1 | 5 | 3.2
==> worst paths after layout <==
kind                                    startpoint                                    end  slack (ns)  depth (start not counted)
min          current_privilege_reg[1]$_SDFFE_PP1P_  current_privilege_reg[1]$_SDFFE_PP1P_        0.73                          3
max                                      funct3[0]                                  Op[0]        0.09                          6
max reg2reg  current_privilege_reg[0]$_SDFFE_PP1P_  current_privilege_reg[1]$_SDFFE_PP1P_        1.73                          5
min reg2reg  current_privilege_reg[1]$_SDFFE_PP1P_  current_privilege_reg[1]$_SDFFE_PP1P_        0.73                          3
==> cell type report <==
class                      count  area share, %
timing repair buffer         104           49.6
multi-input combinational    135           43.5
tap                           46           2.94
sequential                     2           2.04
clock buffer                   3           1.15
inverter                       4          0.766
==> per-layer routing <==
metal  share of wire [%]  vias to the layer above  global-route usage [%]
met4               0.098                        0                   0.528
met3                  13                        2                    5.00
li1                    -                      670                       -
met1                  42                      574                    14.1
met2                  45                       67                    19.6
met5                   0                        -                       0
==> logic make-up after synthesis <==
| logic type | count (synthesis) |
|---|---|
| compound gates | 28 |
| buf+inv | 48 |
| flops | 2 |
| mux | 1 |
| other cells | 1 |
| simple gates | 75 |
